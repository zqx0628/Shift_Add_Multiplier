File: flow/config.mk
export PLATFORM = sky130hd
export DESIGN_NAME = multiplier
export DESIGN_NICKNAME = multiplier
export VERILOG_FILES = /design/flow/design.v
export SDC_FILE = /design/flow/constraint.sdc
export NUM_CORES = 4
export LEC_CHECK = 1
export CORE_UTILIZATION = 30
File: flow/constraint.sdc
current_design multiplier

set clk_period 5.3
set clk_io_pct 0.2

create_clock -name clk0 -period $clk_period [get_ports {clk}]

set non_clock_inputs [all_inputs -no_clocks]
set_input_delay [expr $clk_period * $clk_io_pct] -clock clk0 $non_clock_inputs
set_output_delay [expr $clk_period * $clk_io_pct] -clock clk0 [all_outputs]
File: flow/design.v
`timescale 1ns / 1ps
module adder(
    D,A,add_out,c_out
    );
    parameter m=8,n=8;
    input [m-1:0] D,A;
    output [m-1:0] add_out;
    output c_out;
    wire [m:0] add_result, data1, data2;
    assign data1 = {1'b0,D};
    assign data2 = {1'b0,A};
    assign add_result = data1+data2;
    assign add_out = add_result[m-1:0];
    assign c_out = add_result[m];
endmodule
`timescale 1ns / 1ps
module controller(clk,rst,lsb,load_cmd,add_cmd,shift_cmd,out_cmd);
    input clk, rst,lsb;
    output load_cmd,add_cmd,shift_cmd,out_cmd;
    reg load_cmd,add_cmd,shift_cmd, out_cmd;
    reg [2:0] state;
    reg start;
    integer count;
    parameter m=8;
    parameter n=8;
    parameter idle=3'b000, init=3'b001, test=3'b010, add=3'b011, shift=3'b100;
    always@(posedge clk or posedge rst)
        if (rst)
            begin
                state<=idle;
                count<=0;
                start<=1;
                out_cmd<=0;
            end
        else 
            case (state)
                idle: begin
                    load_cmd<=0;
                    add_cmd<=0;
                    shift_cmd<=0;
                    if (start) begin
                        state<=init;
                        out_cmd<=0;
                    end
                    else begin
                        state<=idle;
                        out_cmd<=1;
                    end
                end
                init: begin
                    load_cmd<=1;
                    add_cmd<=0;
                    shift_cmd<=0;
                    out_cmd<=0;
                    state<=test;
                end
                test: begin
                    load_cmd<=0;
                    add_cmd<=0;
                    shift_cmd<=0;
                    out_cmd<=0;
                    if (lsb) begin
                        state<=add;
                        end
                    else state<=shift;
                end 
                add: begin
                    load_cmd<=0;
                    add_cmd<=1;
                    shift_cmd<=0;
                    out_cmd<=0;
                    state<=shift;
                end
                shift: begin
                    load_cmd<=0;
                    add_cmd<=0;
                    shift_cmd<=1;
                    out_cmd<=0;
                    if (count<m) begin
                        state<=test;
                        count<=count+1;
                    end
                    else begin
                        count<=0;
                        state<=idle;
                        start<=0;
                    end
                end 
            endcase                
endmodule
`timescale 1ns / 1ps
module multiplier(clk, rst, D, Q, out);
parameter m=8, n=8;
input clk, rst;
input [m-1:0] D;
input [n-1:0] Q;
output [m+n-1:0] out;
wire c_out,load_cmd,add_cmd,shift_cmd,lsb,out_cmd;
wire [m-1:0] A,add_out;
adder adder(.D(D), .A(A), .add_out(add_out), .c_out(c_out));
shifter shifter(add_out,c_out,load_cmd,add_cmd,shift_cmd,clk,rst,out_cmd,Q,A,lsb,out);
controller controller(clk,rst,lsb,load_cmd,add_cmd,shift_cmd,out_cmd);
endmodule
`timescale 1ns / 1ps
 module shifter(
    add_out,c_out,load_cmd,add_cmd,shift_cmd,clk,rst,out_cmd,Q,A,lsb,out   
 );
 parameter m=8,n=8;
 input [m-1:0] add_out;
 input c_out,load_cmd,add_cmd,shift_cmd,clk,rst,out_cmd;
 input [n-1:0] Q;
 output [m-1:0] A;
 output lsb;
 output reg [m+n-1:0] out; 
 reg [m+n:0] temp;
 reg add_temp;
 assign A = temp[m+n-1:n];
 assign lsb = temp[0];
 always@(posedge clk or posedge rst)
 begin
    if (rst)
    begin
        add_temp<=0;
        temp<=0;
    end
    else
    begin
        if (load_cmd)
        begin
            temp[m+n:n]<=0;
            temp[n-1:0]<=Q;
        end
        else if (add_cmd)
            add_temp<=1;
        else if (shift_cmd && add_temp)
        begin
            temp<={1'b0, c_out, add_out, temp[n-1:1]};
            add_temp<=0;
        end
        else if (shift_cmd && !add_temp)
            temp<={1'b0, temp[m+n:1]}; 
    end
 end
 always@(out_cmd)
 begin
    if (!out_cmd)
        out<=0;
    else
        out<=temp[m+n-1:0];
 end
 endmodule
File: flow/run.sh
#!/bin/bash
# OpenROAD 26Q1-2900-gdf79404cd8, Yosys 0.63+post, stock flow scripts
make -C /OpenROAD-flow-scripts/flow DESIGN_CONFIG=/design/flow/config.mk WORK_HOME=/design/flow/orfs finish
==> run_results.csv <==
group,metric,value,unit
global_route,grt_pass1_wl,13.0,mm
final_timing,finClkSkew,0.00590,ns
synthesis,synth.avg_cell_area,9.36,µm²
critical_path,rr_endpoint,"controller.count[27]$_DFFE_PP0P_",
critical_path,cpPeakStageDelay,0.58,ns
cts,cts_buffers,9,
routing,totalWireLength,7.65,mm
die,rows,38,
layout,finalInstanceArea,0.00417,mm²
layout,syn2layout_area_growth,21.7,%
die,fp_util,31.2,%
synthesis,postSynthSeqShare,43.6,%
global_route,globalRouteTotalUtil,13.9,%
cts,h-tree-depth,3,
critical_path,cpMaxStageDelayCell,"a2111oi_0",
routing,ant_nets,0,
worst_hold_path,min_path_type,"reg -> reg",
critical_path,critPathLaunchType,"primary input",
cts,clk_path_buf_depth,2,
critical_path,r2r_setup_slack,3.05,ns
routing,num_vias,2888,
synthesis,flop_cell,"dfrtp_1",
routing,drtIter0Drc,162,
cts,postCtsHoldBufs,0,
cts,root_buffer,"clkbuf_16",
final_timing,period_minus_slack,2.80,ns
pwr,total_leakage_power,1.73,nW
final_timing,hold_violations,0,
routing,wl_per_cell,14.1,µm
cts,numClockSinks,59,
synthesis,ys_cells,366,
synthesis,synth-compound-area-share,17.5,%
placement,gp_congestion,0.872,
final_timing,drv_slew,0,
critical_path,r2r_cells,4,
die,die_h,109,µm
global_route,grt-ovfl-total,0,
critical_path,criticalPathCategory,"in -> reg",
synthesis,yosys_area,0.00342,mm²
job,maxCapViolations,0,
placement,place_area,0.00389,mm²
synthesis,edf_count,3,
synthesis,synthAdderAreaFrac,3.87,%
critical_path,rr_startpoint,"controller.state[1]$_DFF_PP0_",
final_timing,setup_viol_count_final,0,
synthesis,ys_sh_mux,2.34,%
routing,vias_per_cell,5.34,
cts,clk-insertion-delay-late,0.32,ns
final_timing,fmax,358,MHz
synthesis,yosysUniqueCellTypes,54,
cts,cts.clk_slew.worst_paths,0.05,ns
final_timing,finalSetupTns,0,ns
worst_hold_path,min_to,"controller.start$_DFFE_PP1P_",
die,core,0.0110,mm²
synthesis,syn_inst,366,
critical_path,worstSetupEndpointType,"flip-flop",
die,io_pins,34,
synthesis,simple_gate_share,26.3,%
critical_path,arrival,3.00,ns
global_route,grt_pass1_vias,2652,
routing,drc,0,
layout,utilization,37.9,%
cts,postCtsSetupBuffers,0,
final_timing,rsz0062_at_grt,"false",
critical_path,crit_chain,"clkdlybuf4s50_1 -> ha_1 -> a211o_1 -> a2111oi_0 -> nor3_1 -> nand3b_1",
outcome,status,"finished, final reports clean",
pwr,ir_worst_vdd,0.149,mV
layout,drive_gt1_share,6.48,%
routing,antenna_cells,0,
layout,lay_top_count,"dfrtp_1",
routing,dr.pass1.iters,4,
critical_path,crit_required,5.50,ns
global_route,grt_antenna_before_repair,0,
synthesis,async_reset_ff_share,94.9,%
global_route,grt_max_degree,40,
critical_path,crit_fanout,2,
synthesis,syn_area,0.00342,mm²
pwr,total_power,1.03,mW
final_timing,worst-slew-pin-transition,0.921,ns
cts,cts_resized,0,
cts,cts_tree,"built",
die,chip_area,0.0118,mm²
worst_hold_path,worstHoldStart,"controller.start$_DFFE_PP1P_",
synthesis,synth_flop_count,59,
synthesis,synthXorXnorAreaFrac,3.32,%
placement,hpwl,5.33,mm
die,die_x,109,µm
worst_hold_path,min_path_cells,2,
final_timing,slew_headroom,38.5,%
synthesis,yosys_warnings,2,
synthesis,synthTopLogicFamily,"simple AND/OR/NAND/NOR gates",
pwr,p_per_area,246,mW/mm²
placement,io_buffers,33,
final_timing,period_used_share,52.7,%
job,stage_log_warnings,25,
layout,final_cell_mix,"dfrtp_1 (54), clkdlybuf4s50_1 (33), a21oi_1 (32)",
## flip-flops by register name, indices dropped and copies added, names as in the netlist
register / count
controller.state: 5
controller.start: 1
shifter.temp: 16
controller.shift_cmd: 1
controller.load_cmd: 1
shifter.add_temp: 1
controller.add_cmd: 1
controller.count: 32
controller.out_cmd: 1
## layer usage
layer / share of wire [%] / GRT usage (%) / vias to the layer above
met5: 0 / 0 / -
met4: 0.69 / 1.74 / 0
met3: 5.6 / 2.56 / 6
met2: 46 / 21.7 / 81
met1: 48 / 20.9 / 1353
li1: - / - / 1448
## cell families after synthesis
family	Yosys count
AOI/OAI and AO/OA	96
xor gates and xnor gates	13
adders and majority gates	10
buffers and inverters	27
DFF	59
muxes	8
and+or+nand+nor	153
## synth_stat cells (all sizes together), types with 3 or more instances
library cell	number	area (µm²)
dfrtp	54	1350
and2	19	119
nand4	14	115
nand3	12	60.1
a211o	3	26.3
nor2	23	86.3
a211oi	4	30.0
and4	8	71.3
a21o	4	30.0
nand2	23	86.3
nor4	13	81.3
clkbuf	16	60.1
or3	4	25.0
a31oi	3	18.8
inv	10	37.5
nand2b	4	25.0
a22oi	3	22.5
nor3	6	30.0
ha	9	113
and3	3	18.8
o21ai	20	100
o31ai	13	97.6
mux2i	8	80.1
xor2	7	61.3
or4	11	82.6
xnor2	6	52.6
edfxtp	3	90.1
a21oi	32	160
## how the worst max path moves through the flow
stage	from	endpoint	slack [ns]	cells after the start
finish	D[1]	shifter.temp[14]$_DFFE_PP0P_	2.50	6
CTS	D[1]	shifter.temp[14]$_DFFE_PP0P_	2.56	6
global route	D[1]	shifter.temp[14]$_DFFE_PP0P_	2.38	6
## worst max-delay path: cells and delay by family
| family | cells | cell delay, ns |
|---|---|---|
| AOI/OAI and AO/OA | 2 | 0.86 |
| buffers and inverters | 1 | 0.51 |
| and+or+nand+nor | 2 | 0.29 |
| adders and majority gates | 1 | 0.26 |
## area by class of cell
type	count	area [µm²]
timing repair buffer	36	353
tap	140	175
fill	1079	6820
sequential	59	1490
clock buffer	14	264
clock inverter	2	10.0
multi-input combinational	280	1830
inverter	10	37.5
## power breakdown
part           switching (mW)  internal [mW]  total, mW  leakage [nW]
registers             0.00200          0.457      0.459         0.782
clock network           0.185          0.340      0.525         0.137
logic                  0.0214         0.0213     0.0427         0.811
total                   0.208          0.818       1.03          1.73
## through the flow
step	hold WS, ns	cells	worst slack, ns
final	0.477	541	2.50
after global routing	0.507	541	2.38
after CTS	0.479	541	2.56
after detailed placement	0.472	525	2.23
after global placement	0.452	525	2.23
after floorplan	0.443	366	2.87
Power and IR drop assume default switching activity.
